## flow/config.mk

```make
export PLATFORM = sky130hd
export DESIGN_NAME = RegBank
export DESIGN_NICKNAME = RegBank
export VERILOG_FILES = /design/flow/design.v
export SDC_FILE = /design/flow/constraint.sdc
export NUM_CORES = 4
export LEC_CHECK = 1
export CORE_UTILIZATION = 50
```

## flow/constraint.sdc

```tcl
current_design RegBank

set clk_period 9.6
set clk_io_pct 0.2

create_clock -name clk0 -period $clk_period [get_ports {fast_clock}]
create_clock -name clk1 -period $clk_period [get_ports {slow_clock}]

set non_clock_inputs [all_inputs -no_clocks]
set_input_delay [expr $clk_period * $clk_io_pct] -clock clk0 $non_clock_inputs
set_output_delay [expr $clk_period * $clk_io_pct] -clock clk0 [all_outputs]
```

## flow/design.v

```verilog
module RegBank
#(
    parameter WORD_SIZE = 32,
    parameter MAX_NUMBER = 32'hffffffff,
    parameter PC_REGISTER = 15,
    parameter SP_REGISTER = 14,
    parameter SPECREG_LENGTH = 4,
    parameter KERNEL_STACK = 7167,
    parameter USER_STACK = 8191,
    parameter OS_START = 3072,
    parameter SP_KEEPER_REGISTER = 6,
    parameter SYSTEM_CALL_REGISTER = 7,
    parameter PC_KEEPER_REGISTER = 13
)(
    input   enable, reset, slow_clock, fast_clock,
    input   [2:0]   control, 
    input   [3:0]   register_source_A, register_source_B, register_Dest,
    input   [(WORD_SIZE - 1) : 0]  ALU_result, data_from_memory,
    input   [(WORD_SIZE - 1) : 0]  new_SP, new_PC,
    output  reg [(WORD_SIZE - 1) : 0]  read_data_A, read_data_B,
    output  reg [(WORD_SIZE - 1) : 0]  current_PC, current_SP, memory_output,
    input   [(SPECREG_LENGTH - 1) : 0] special_register
);
    reg [(WORD_SIZE - 1) : 0] Bank [15:0];
    wire RD_isnt_special;
    assign RD_isnt_special = register_Dest != PC_REGISTER && register_Dest!= 14;
    always @ (posedge fast_clock) begin
        read_data_A <= Bank[register_source_A];
        read_data_B <= Bank[register_source_B];
        current_PC <= Bank[PC_REGISTER];
        current_SP <= Bank[SP_REGISTER];
        memory_output <= Bank[register_Dest];
    end
    always @ (posedge slow_clock) begin
        if (reset) begin
            Bank[SP_REGISTER] <= USER_STACK;
            Bank[PC_REGISTER] <= 0;
        end else begin
            if (enable) begin
                case (control)
                    1:begin  
                        if(RD_isnt_special) begin
                            Bank[register_Dest] <= ALU_result;
                        end
                        Bank[PC_REGISTER] <= new_PC;
                        Bank[SP_REGISTER] <= new_SP;
                    end
                    2:begin  
                        if(RD_isnt_special)begin
                            Bank[register_Dest] <= data_from_memory;
                        end
                        Bank[SP_REGISTER] <= new_SP;
                        Bank[PC_REGISTER] <= new_PC;
                    end
                    3:begin  
                        Bank[SP_KEEPER_REGISTER] <= Bank[SP_REGISTER];
                        Bank[PC_KEEPER_REGISTER] <= Bank[PC_REGISTER];
                        Bank[PC_REGISTER] <= OS_START;
                        Bank[SP_REGISTER] <= KERNEL_STACK;
                        Bank[SYSTEM_CALL_REGISTER] <= ALU_result;
                    end
                    4:begin  
                        Bank[SP_REGISTER] <= Bank[SP_KEEPER_REGISTER];
                        Bank[PC_REGISTER] <= Bank[PC_KEEPER_REGISTER];
                    end
                    5:begin  
                        if(RD_isnt_special)
                            Bank[register_Dest] <= special_register;
                        Bank[PC_REGISTER] <= new_PC;
                        Bank[SP_REGISTER] <= new_SP;
                    end
                    default:begin
                        Bank[SP_REGISTER] <= new_SP;
                        Bank[PC_REGISTER] <= new_PC;
                    end
                endcase
            end
        end
    end
  endmodule
```

## flow/run.sh

```bash
#!/bin/bash
# OpenROAD 26Q1-2900-gdf79404cd8, Yosys 0.63+post, stock flow scripts
make -C /OpenROAD-flow-scripts/flow DESIGN_CONFIG=/design/flow/config.mk WORK_HOME=/design/flow/orfs finish
```

==> deck_impl_summary.md <==
Synthesis and Place & Route Summary

Synth
  – Post-Syn Instances: 1848
  – Biggest area cells: edfxtp_1 48%, mux4_2 27%, dfxtp_1 10%
  – Number of cells in Yosys stat: 1848
  – Yosys xor share: 0%
  – Cell taking the most area after synthesis: edfxtp_1
  – Ys flops: 672
  – Number of library cell types mapped by synthesis: 39
  – Yosys stat area: 31800 sq um
  – Most frequent cells after synthesis: 512 x edfxtp_1, 384 x mux4_2, 220 x a22oi_1
  – Top-area cell share: 48.4%
  – Seq/Total Area, Yosys: 58.4%
  – Syn Area/Cell: 17.2 sq um
  – Number of enable flip-flop cells: 512
  – Ys flop type: edfxtp_1
  – Aoi/oai-family share of the synthesized area: 8.40%
  – Adder share: 0%
  – Yosys warns: 1
  – MUX area fraction: 27.5%
  – Cell area after synthesis: 31800 sq um
  – Fraction of registers with async set/reset: 0%
  – Count leader, synth: edfxtp_1
  – Main logic family: multiplexers
  – Simple share: 2.72%

Worst setup path
  – Critical R2R Capture: read_data_B[31]
  – CP Max Fanout: 32
  – Crit Reg-Reg Startpoint: Bank[15][31]
  – Worst Path Required: 9870 ps
  – Critical path class: in2reg
  – Worst Path Arrival: 4990 ps
  – Launch point of the critical path: enable
  – R2R cell count: 3
  – Flop2flop setup slack: 7960 ps
  – Worst setup EP type: flop
  – Crit path launch type: primary input

Die
  – Die area: 64600 sq um
  – Core footprint: 63000 sq um
  – Io pins: 311
  – Rows: 92
  – Initial Util: 50.5%
  – Die H: 254 microns
  – Chip Width: 254 microns

Final layout
  – Fillers: 4524
  – Fin area: 38400 sq um
  – Area Overhead vs Synth: 20.7%
  – Share of cells above drive strength 1: 27.9%

Timing
  – Setup TNS: 0 ps
  – Setup WS post-layout: 4880 ps
  – Actual slew at the worst max-slew pin: 849 ps
  – Slew Viols, Final: 0
  – Setup Skew: 6.85 ps
  – RSZ-0062 raised after global routing: no
  – Final hold violation count: 0
  – Relative slew slack: 43.4%
  – Final setup viols: 0

Clock network
  – CTS Hold Bufs: 0
  – Post-CTS Resized: 0
  – Clock slew at reported path FFs: 70 ps
  – TritonCTS clock tree: done
  – Clock net sink count: 672
  – Post-CTS Setup Bufs: 0

Placement
  – I/O Buffers: 309
  – Routability cong.: 0.880
  – Dpl cell area: 35900 sq um
  – Detail Placement HPWL: 59100 microns
  – Post-Place Setup Slack: 4290 ps

Route
  – Drt first pass iters: 6
  – WL per Instance: 34.7 microns
  – Vias: 20400
  – Post-route DRC violation count: 0
  – Number of DRC markers in iteration 0: 1207
  – Antenna viol nets, final: 0
  – Vias per inst: 6.74
  – Total Wirelength: 105000 microns

Power and ir drop
  – Part of the power in registers: 46.9%
  – Peak VDD IR: 0.137 mV
  – Pwr dens: 184 nW/um^2
  – Sw power: 0.00169 W
  – Lkg Pwr: 13.0 nW
  – Comb pwr share: 10.9%
  – Internal: 0.00536 W
  – Clock share of power: 42.2%
  – Pwr Total: 0.00705 W
  – Sw Ratio: 24.0%

Job
  – Max Cap Viol: 0
  – Number of warnings in the stage logs: 26

Outcome
  – Outcome: finished, final reports clean

Global route
  – Initial antenna violation count: 0
  – Global-route wire length before repair: 151000 microns
  – Overflow after GRT: 0
  – Vias in the first global route: 22600
  – Largest net degree at the start of global routing: 70
  – GRT Overall Usage: 37.5%

Hold path
  – WHS Path Cells: 0
  – Endpoint, Worst Hold: current_SP[2]
  – Min-delay src: Bank[14][2]
  – Worst hold path class: reg2reg
[critical path, stage by stage]
cell	delay (ps)
clkdlybuf4s50_1	500
nor2b_1	570
nand3_4	600
buf_4	500
o21ai_4	340
buf_4	510
[sequential cells by signal, summed over array words and instances (netlist names)]
register,flops
read_data_B,32
read_data_A,32
current_SP,32
memory_output,32
current_PC,32
Bank,512
[layout by cell type (no fill, tap or decap), types with 7 or more instances in the layout]
cell and count:
clkbuf_16 74, bufinv_16 11, buf_4 59, nand2_1 101, nor2_1 56, mux4_2 384
a22oi_1 220, clkinv_2 17, a21oi_1 59, inv_1 56, clkinv_1 12, o22a_1 12
dfxtp_1 160, a22o_1 61, clkdlybuf4s50_1 303, mux2_2 7, edfxtp_1 512
[power groups by stage]
stage         combinational, W  clock (W)  sequential [W]
CTS                   0.000771    0.00302         0.00331
global route          0.000818    0.00313         0.00332
finish                0.000770    0.00298         0.00331
[area by class of cell]
cell class | instances | area, sq um | area share (%)
sequential | 672 | 18600 | 48.4
multi-input combinational | 953 | 12500 | 32.5
timing repair buffer | 369 | 3570 | 9.31
clock buffer | 82 | 1900 | 4.96
tap | 846 | 1060 | 2.76
clock inverter | 52 | 561 | 1.46
inverter | 56 | 210 | 0.548
antenna | 2 | 5.00 | 0.0130
[stage by stage]
step / std cells / hold slack (ps) / utilization, %
floorplan: 1848 / 391 / -
detailed placement: 2896 / 427 / 57.0
global placement: 2896 / 427 / 57.0
finish: 3032 / 556 / 60.9
CTS: 3030 / 549 / 60.9
global route: 3030 / 564 / 60.9
[metal layers]
metal	vias up	wire, microns	GRT usage, %
met5	-	83	1.58
met4	4	4110	11.1
met3	227	18500	28.1
met2	1595	49100	52.2
met1	10300	33400	48.7
li1	8338	-	-
[logic make-up (layout without fill, tap and decap cells)]
family | after synthesis | in the layout
flops | 672 | 672
mux | 392 | 392
compound gates | 360 | 360
buf+inv | 223 | 559
simple gates | 201 | 201
other cells | 0 | 2
[worst max path at each step]
| stage | to | cells past startpoint |
|---|---|---|
| CTS | Bank[7][30] | 6 |
| global route | Bank[7][1] | 6 |
| finish | Bank[7][1] | 6 |
Power is estimated from default activity; no workload was simulated.

`run.sh`:
```
#!/bin/bash
# OpenROAD 26Q1-2900-gdf79404cd8, Yosys 0.63+post, stock flow scripts
make -C /OpenROAD-flow-scripts/flow DESIGN_CONFIG=/design/flow/config.mk WORK_HOME=/design/flow/orfs finish
```
`design.v`:
```
module BarrelShifter(
  inputA, Bse,
  control,
  outputBS,
  N, Zero, C 
  );
  input [31:0] inputA, Bse;
  input [3:0] control;
  output reg N, Zero, C;
  output reg [31:0] outputBS;
  reg [31:0] aux1, aux3;
  reg aux2;
  wire zer;
  assign zer = (outputBS == 0);
  always @ ( * ) begin
    N=0; Zero=0; C=0;  
    outputBS=0;  
    aux1=0; aux2=0; aux3=0;  
    case (control)
      1:begin  
        {aux2,outputBS}=Bse<<1;
        C=aux2;
        Zero=zer;
        N=outputBS[31];
      end
      2:begin  
        aux2=inputA[31];
        if (Bse<31) begin
          aux3=inputA>>Bse;
          aux1 = (aux2)? 32'hffffffff : 32'h0;
          aux1=aux1<<32-Bse;
          outputBS= aux3|aux1;
          C=|inputA;
          Zero=zer;
          N=aux2;
        end else begin
          C=|inputA;
          outputBS = (aux2) ? 32'hffffffff : 32'h0;
          Zero=!aux2;
          N=aux2;
        end
      end
      3:begin  
        if (Bse<32) begin
          outputBS=inputA<<Bse;
          aux1=inputA>>32-Bse;
          C=|aux1;
          Zero=zer;
          N=outputBS[31];
        end else begin
          C=|inputA;
          outputBS=0;
          Zero=1;
          N=0;
        end
      end
      4:begin  
        if (Bse<32) begin
          outputBS=inputA>>Bse;
          aux1=inputA<<32-Bse;
          C=|aux1;
          Zero=zer;
          N=outputBS[31];
        end else begin
          C=|inputA;
          outputBS=0;
          Zero=1;
          N=0;
        end
      end
      5:begin  
        outputBS=inputA>>Bse%32;
        aux1=inputA<<32-(Bse % 32);
        outputBS=outputBS | aux1;
        C=aux1[31];
        Zero=zer;
        N=outputBS[31];
      end
      6:begin  
        outputBS[31:24]=inputA[7:0];
        outputBS[23:16]=inputA[15:8];
        outputBS[15:8]=inputA[23:16];
        outputBS[7:0]=inputA[31:24];
      end
      7:begin  
        outputBS[31:24]=inputA[23:16];
        outputBS[23:16]=inputA[31:24];
        outputBS[15:8]=inputA[7:0];
        outputBS[7:0]=inputA[15:8];
      end
      8:begin  
        outputBS[31:16]=(inputA[7]) ? 16'hFFFF :16'h0;
        outputBS[15:8]=inputA[7:0];
        outputBS[7:0]=inputA[15:8];
      end
      default:begin
        outputBS=Bse;
      end
    endcase
  end
endmodule
```
`constraint.sdc`:
```
current_design BarrelShifter

set clk_period 16.4
set clk_io_pct 0.2

create_clock -name clk0 -period $clk_period

set non_clock_inputs [all_inputs -no_clocks]
set_input_delay [expr $clk_period * $clk_io_pct] -clock clk0 $non_clock_inputs
set_output_delay [expr $clk_period * $clk_io_pct] -clock clk0 [all_outputs]
```
`config.mk`:
```
export PLATFORM = sky130hd
export DESIGN_NAME = BarrelShifter
export DESIGN_NICKNAME = BarrelShifter
export VERILOG_FILES = /design/flow/design.v
export SDC_FILE = /design/flow/constraint.sdc
export NUM_CORES = 4
export LEC_CHECK = 1
export CORE_UTILIZATION = 50
```
==> results.yml <==
# implementation run metrics
global_route:
  track_usage: 0.6037
  grt_pass1_wl_um: 86040
  overflow: 0
  met1_usage: 0.6826
  grt_use_met2: 0.8102
  antenna_found_initial: 4
  grt.busiest_layer: "met2"
  grt_start_max_net_pins: 67
  grt_use_met3: 0.3692
  grt_pass1_vias: 13120
worst_setup_path:
  critical_path_class: "input pin to output pin"
  setup.worst_path.end_class: "output pin"
  critPathLaunchType: "input pin"
  max_stage_delay_ns: 1.04
  worstPathArrival_ns: 9.51
  required_ns: 13.12
  worstPathMaxFanout: 17
  cp_cell_sequence: "clkdlybuf4s50_1 > or3_1 > o21ai_0 > nand2_1 > a2111oi_0 > a311oi_1 > nor4_1 > nor2_1 > and4_1 > and4_1 > nand4_1 > a21oi_1 > nand2_1 > clkdlybuf4s50_1"
  crit_start: "control[2]"
  crit_path_top_delay_cell: "a2111oi_0"
detailed_routing:
  dr.pass1.iters: 14
  wl_um: 59230
  drt-initial-drc-count: 2868
  wl_per_cell_um: 35.62
  ant_nets: 0
  drc_errors: 0
  n_antenna_cell: 0
  via_count: 14170
  routed_via_density: 8.520
place:
  dp_cells: 1662
  post-dp-hpwl_um: 43210
  io_buffers: 103
  place_congestion: 1.191
run_status:
  status: "completed"
clock_tree:
  post_cts_buffers: 0
  ctsHoldBuffers: 0
  post_cts_resized: 0
final_timing:
  drv_slew: 0
  min_period_ns: 12.79
  setup_tns_ns: 0
  fin_crit_sh: 0.7798
  rsz0062_at_grt: "no"
  fmax_mhz: 78.20
  finalHoldViolations: 0
  tightest_slew_ns: 1.201
  slew_headroom: 0.1971
  finalSetupViolations: 0
layout:
  syn2layout_area_growth_pct: 12.35
  fin_cells: 1663
  drive_gt1_frac: 0.1337
  flop-count: 0
  clock_buffers: 0
  seqCellArea_um2: 0
job:
  drv_cap: 0
  warning_count: 34
worst_hold_path:
  min-delay-start: "Bse[30]"
  hold_path_class: "input pin to output pin"
floorplanning:
  dieArea_um2: 19820
  ios: 103
  core.rowCount: 50
  coreArea_um2: 18770
  die_h_um: 140.8
  die_w_um: 140.8
  fp-utilization: 0.5133
synth:
  ys.warnings.count: 1
  synth_area_um2: 9633
  top_cells_by_area: "mux4_2, mux2i_1, nand2_1"
  synth_area_leader_cell: "mux4_2"
  synth_cell_types: 101
  synthCells: 1414
  syn_avg_cell_area_um2: 6.813
  synth_stat.cells: 1414
  ys_seq_frac: 0
  yosysChipArea_um2: 9633
  top_area_frac: 0.1075
pwr:
  leakage_nw: 3.769
  power.total_uw: 362.7
  ir_worst_vdd_mv: 0.04296
  pwr_density_cell_nw_per_um2: 33.51
[final cells by class]
class	count	area [um^2]
tap	234	292.8
multi-input combinational	1248	8980
fill	1771	7945
timing repair buffer	165	1490
inverter	16	60.06
[power breakdown]
part           internal, mW  total (mW)  switching (mW)
Clock                     0           0               0
Sequential                0           0               0
Combinational         0.135       0.363           0.227
Total                 0.135       0.363           0.227
[metrics by stage]
stage	setup WS [ns]	instance area, um^2	hold WS, ns	utilization
4_1_cts	3.903	10820	7.599	0.5764
3_5_place_dp	3.927	10820	7.593	0.5764
5_1_grt	3.491	10820	7.660	0.5767
2_1_floorplan	4.522	9633	6.638	-
3_3_place_gp	3.867	10820	7.613	0.5764
6_report	3.612	10820	7.604	0.5767
[per-layer routing]
| layer | share of wire | vias to the layer above | wire length [um] |
|---|---|---|---|
| li1 | - | 5725 | - |
| met5 | 0.00039 | - | 23 |
| met4 | 0.11 | 4 | 6496 |
| met1 | 0.32 | 6366 | 18930 |
| met3 | 0.19 | 519 | 11390 |
| met2 | 0.38 | 1554 | 22390 |
[cells in the mapped netlist, drive strengths merged, types with 21 or more instances]
cell type,n
buf,56
a221oi,23
nand2,142
nor2,134
o22ai,28
clkbuf,94
a21oi,93
a211oi,25
a31oi,34
o21ai,97
nor3,61
mux4,46
mux2,43
mux2i,101
o211ai,21
nand3,46
a222oi,24
nor4,34
[kinds of logic (layout without fill, tap and decap cells)]
| family | Yosys count | in the layout | share of synthesized area |
|---|---|---|---|
| AND/OR/NAND/NOR | 541 | 541 | 0.2837 |
| buffers and inverters | 166 | 181 | 0.07144 |
| XOR/XNOR | 4 | 4 | 0.003638 |
| AND-OR/OR-AND | 511 | 511 | 0.3759 |
| adder cells (fa/ha/maj) | 2 | 2 | 0.002597 |
| multiplexers | 190 | 190 | 0.2628 |
[cells in the final DEF (no fill, tap or decap), types with 45 or more instances in the layout]
| cell | n |
|---|---|
| nand2_1 | 141 |
| nor2_1 | 132 |
| mux2i_1 | 101 |
| clkdlybuf4s50_1 | 101 |
| a21oi_1 | 92 |
| o21ai_0 | 92 |
| buf_4 | 61 |
| nor3_1 | 57 |
| mux4_2 | 46 |
| nand3_1 | 45 |
[final timing paths]
path	depth (start not counted)	endpoint
max	14	C
min	4	outputBS[30]
[worst max-delay path: cells and delay by family]
family                 cells  cell delay (ns)
and+or+nand+nor            8             2.90
AOI/OAI and AO/OA          4             2.11
buffers and inverters      2             1.21
Power figures rest on the tool's default switching activity, not on a simulated workload.
